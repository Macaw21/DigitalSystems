--- design/flow/design.v ---
module fsm_moore (input logic clk, reset, X, RDY, output logic Q, START);
typedef enum int unsigned { S0 = 1, S1 = 2, S2 = 4, S3 = 8, S4 = 16, S5 = 32 } state_t;
state_t state, next_state;
always_comb begin : next_state_logic
   next_state = state;
   case(state)
   S0:   if (X == '1)
            next_state = S1;
   S1:   next_state = S2;
   S2:   if (RDY == '1)
            next_state = S3;
	S3:   if (X == '0)
				next_state = S4;
	S4:   next_state = S5;
	S5:   if (RDY == '1)
				next_state = S0;
   default:
         next_state = S0;
   endcase
end
always_ff @(posedge clk or negedge reset) begin
   if (reset == '0)
      state <= S0;
   else
      state <= next_state;
end
always_comb begin : output_logic
   case(state)
   S0:   {Q, START} = {'0, '0};
   S1:   {Q, START} = {'1, '1};
   S2:   {Q, START} = {'0, '0};
	S3:   {Q, START} = {'0, '0};
   S4:   {Q, START} = {'0, '1};
   S5:   {Q, START} = {'0, '0};
   default: {Q, START} = {'0, '0};
   endcase
end
endmodule
--- design/flow/config.mk ---
export PLATFORM = sky130hd
export DESIGN_NAME = fsm_moore
export DESIGN_NICKNAME = fsm_moore
export VERILOG_FILES = /design/flow/design.v
export SDC_FILE = /design/flow/constraint.sdc
export NUM_CORES = 4
export LEC_CHECK = 1
export CORE_AREA = 10 10 70 70
export DIE_AREA = 0 0 80 80
--- design/flow/constraint.sdc ---
current_design fsm_moore

set clk_period 1.0
set clk_io_pct 0.2

create_clock -name clk0 -period $clk_period [get_ports {clk}]

set non_clock_inputs [all_inputs -no_clocks]
set_input_delay [expr $clk_period * $clk_io_pct] -clock clk0 $non_clock_inputs
set_output_delay [expr $clk_period * $clk_io_pct] -clock clk0 [all_outputs]
--- design/flow/run.sh ---
#!/bin/bash
# OpenROAD 26Q1-2900-gdf79404cd8, Yosys 0.63+post, stock flow scripts
make -C /OpenROAD-flow-scripts/flow DESIGN_CONFIG=/design/flow/config.mk WORK_HOME=/design/flow/orfs finish
==> run summary <==
fresh numbers from the pnr run: non-filler cells, final=74, Ports=6, Routed WL=537 um, Worst setup endpoint=START, Tot Pwr=0.0006194 W, die height=80 um, worst vdd ir=0.0003275 V, r2r endpoint=state[1], final worst setup slack=-165.7 ps, largest net degree at the start of global routing=7, Pre-Repair DR Iteration Count=2, fin crit share=1.166, biggest regs=state: 6 flops, fraction of layout cells with a size suffix above 1=0.3571, RSZ-0062 raised after global routing=yes, Die Wd=80 um, post-synthesis register bit count=6, critical path class=register to primary output, final tally of hold violations=0, synthesized area per cell=12.66 um^2, DR vias=157, OpenROAD warning count=27, Initial DRC Count=4, FP Util=0.06300, clock slew at reported path FFs=60 ps, Clock Skew=16.34 ps, gpl congestion=0.7074, Worst-Skew Late Latency=260 ps, maximum fanout along the worst path=2, hold buffers post-CTS=0, H-tree level count=1, placed insts=68, Req. time, crit path=800 ps, Worst-Margin Slew=261.7 ps, Largest Register=state, MaxCap Viol Count=0, post-route ant nets=0, Worst setup SP type=register, WL/cell=7.257 um, cell total in the yosys stat output=17, leakage power=0.1785 nW, yosys synthesis warning count=1, drt drc=0, area grow syn2layout=70.93%, first-pass GRT wire length=945 um, CTS Buf Count=3, CP Launch Point=state[2], Core Footprint=0.003416 mm^2, Netlist cell types=11, worst-case clock buffer depth=2, Largest register FFs=6, number of cell rows=21, status=complete, but fails checks, highest clock rate=857.8 MHz, Mapped Area=215.2 um^2, chip area=0.006400 mm^2, vias per cell=2.122, worst endpoint data arrival time=970 ps, Fill cells=398, Reg2Reg Depth=3, vias in the first global route=199, TritonCTS Sinks=6, Worst Hold Class=primary input to async pin, total track usage=0.02022, setup violators final=2, failing checks=negative setup slack, CTS Root Cell=clkbuf_4, RR Startpoint=state[2], Slew Limit Headroom=0.8250, n_diodes=0, Port Buffer Count=5, Final Max Tran Viols=0, Min Clock Period, post-route=1166 ps, cells after synthesis=17, register share after synthesis=0.7035, Setup TNS=-192.5 ps, total grt overflow=0, CP Capture Type=primary output, DP HPWL=391.4 um, yosys stat area=215.2 um^2, initial antenna violation count=0, Pwr Density=1684 mW/mm^2, TritonCTS clock tree=built, slack of the worst reg-to-reg path=130 ps
per-layer routing:
| metal | global-route usage | up-vias | share of wire |
|---|---|---|---|
| li1 | - | 75 | - |
| met1 | 0.02285 | 72 | 0.47 |
| met2 | 0.02087 | 10 | 0.30 |
| met3 | 0.03068 | 0 | 0.23 |
| met4 | 0 | 0 | 0 |
| met5 | 0 | - | 0 |
cell usage after synthesis:
cell type | count | area share
and2_1 | 1 | 0.029
or2_1 | 1 | 0.029
dfstp_2 | 1 | 0.12
a21o_1 | 2 | 0.070
dfrtp_1 | 5 | 0.58
nor2b_1 | 1 | 0.029
clkbuf_1 | 1 | 0.017
o21ai_0 | 1 | 0.023
inv_1 | 2 | 0.035
nand2_1 | 1 | 0.017
a22o_2 | 1 | 0.047
stage by stage:
| stage | hold slack [ps] | worst slack (ps) | instance area, um^2 | util |
|---|---|---|---|---|
| 2_1_floorplan | -95.59 | 261.8 | 215.2 | - |
| 3_3_place_gp | 427.6 | -177.0 | 326.6 | 0.09560 |
| 3_5_place_dp | 445.8 | -190.1 | 326.6 | 0.09560 |
| 4_1_cts | 180.8 | -163.1 | 360.3 | 0.1055 |
| 5_1_grt | 181.2 | -212.3 | 367.9 | 0.1077 |
| 6_report | 173.0 | -165.7 | 367.9 | 0.1077 |
logic make-up after synthesis:
group	share of synthesized area
flip-flops	0.7035
AND/OR/NAND/NOR	0.1047
AND-OR/OR-AND	0.1395
buffers and inverters	0.05232
how the worst min path moves through the flow:
| stage | startpoint | endpoint | cells past startpoint |
|---|---|---|---|
| final | reset | state[4] | 1 |
| after global routing | reset | state[1] | 1 |
| after CTS | reset | state[4] | 1 |
critical path, cell delays in order (launching register included):
cell and delay, ps:
dfrtp_1 370, or2_1 220, buf_2 110
where the power goes:
| group | internal, W | switching [W] |
|---|---|---|
| registers | 0.000274 | 0.0000150 |
| clock network | 0.000152 | 0.000103 |
| logic | 0.0000498 | 0.0000257 |
layout make-up:
class / instances / area (um^2) / share of cell area
sequential: 6 / 151.4 / 0.4116
timing repair buffer: 8 / 72.57 / 0.1973
tap: 46 / 57.56 / 0.1565
multi-input combinational: 8 / 52.55 / 0.1429
clock buffer: 4 / 26.28 / 0.07143
inverter: 2 / 7.507 / 0.02041
cells in the final DEF, fill, tap and decap left out:
cell / count
o21ai_0: 1
a22o_2: 1
and2_1: 1
nor2b_1: 1
buf_4: 2
or2_1: 1
dfrtp_1: 5
a21o_1: 2
dfstp_2: 1
buf_6: 2
buf_2: 1
clkbuf_4: 3
clkbuf_1: 1
inv_1: 2
clkdlybuf4s50_1: 3
nand2_1: 1
what timing repair did:
action,in CTS,in global routing
pin swaps,1,1
setup endpoints to repair,2,2
buffers inserted,1,1
resized,8,0
Power is estimated from default activity; no workload was simulated.
